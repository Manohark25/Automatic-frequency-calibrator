===== ./config.mk =====
export PLATFORM = sky130hd
export DESIGN_NAME = afc_fsm
export DESIGN_NICKNAME = afc_fsm
export VERILOG_FILES = /design/flow/design.v
export SDC_FILE = /design/flow/constraint.sdc
export NUM_CORES = 4
export LEC_CHECK = 1
export CORE_AREA = 10 10 70 70
export DIE_AREA = 0 0 80 80

===== ./run.sh =====
#!/bin/bash
# OpenROAD 26Q1-2900-gdf79404cd8, Yosys 0.63+post, stock flow scripts
make -C /OpenROAD-flow-scripts/flow DESIGN_CONFIG=/design/flow/config.mk WORK_HOME=/design/flow/orfs finish

===== ./constraint.sdc =====
current_design afc_fsm

set clk_period 2.6
set clk_io_pct 0.2

create_clock -name clk0 -period $clk_period [get_ports {clk}]

set non_clock_inputs [all_inputs -no_clocks]
set_input_delay [expr $clk_period * $clk_io_pct] -clock clk0 $non_clock_inputs
set_output_delay [expr $clk_period * $clk_io_pct] -clock clk0 [all_outputs]

===== ./design.v =====
module afc_fsm(
    input wire clk,
    input wire rst_n,
    input wire [2:0] comp_in,   
    output reg [4:0] state_out  
);
    parameter IDLE     = 5'b01000;   
    parameter ERROR    = 5'b00101;   
    parameter S0000    = 5'b00000;
    parameter S0001    = 5'b00001;
    parameter S0010    = 5'b00010;
    parameter S0011    = 5'b00011;
    parameter S0100    = 5'b00100;
    parameter S0101    = 5'b00101;
    parameter S0110    = 5'b00110;
    parameter S0111    = 5'b00111;
    parameter S1000    = 5'b01000;   
    parameter S1001    = 5'b01001;
    parameter S1010    = 5'b01010;
    parameter S1011    = 5'b01011;
    parameter S1100    = 5'b01100;
    parameter S1101    = 5'b01101;
    parameter S1110    = 5'b01110;
    parameter S1111    = 5'b01111;
    parameter F0000    = 5'b10000;
    parameter F0001    = 5'b10001;
    parameter F0010    = 5'b10010;
    parameter F0011    = 5'b10011;
    parameter F0100    = 5'b10100;
    parameter F0101    = 5'b10101;
    parameter F0110    = 5'b10110;
    parameter F0111    = 5'b10111;
    parameter F1000    = 5'b11000;
    parameter F1001    = 5'b11001;
    parameter F1010    = 5'b11010;
    parameter F1011    = 5'b11011;
    parameter F1100    = 5'b11100;
    parameter F1101    = 5'b11101;
    parameter F1110    = 5'b11110;
    parameter F1111    = 5'b11111;
    parameter FREEZE   = 3'b001;
    parameter SLOW     = 3'b010;
    parameter FAST     = 3'b100;
    reg [4:0] current_state, next_state;
    always @(posedge clk or negedge rst_n) begin
        if (!rst_n)
            current_state <= IDLE;
        else
            current_state <= next_state;
    end
    always @(*) begin
        next_state = current_state;
        case (current_state)
            IDLE: begin
                case (comp_in)
                    FREEZE: next_state = F1000;   
                    SLOW:   next_state = S1100;   
                    FAST:   next_state = S0100;   
                    default: next_state = IDLE;
                endcase
            end
            S0000: begin
                case (comp_in)
                    FREEZE: next_state = F0000;
                    SLOW:   next_state = S0001;   
                    FAST:   next_state = ERROR;   
                    default: next_state = S0000;
                endcase
            end
            S0001: begin
                case (comp_in)
                    FREEZE: next_state = F0001;
                    SLOW:   next_state = S0010;
                    FAST:   next_state = S0000;
                    default: next_state = S0001;
                endcase
            end
            S0010: begin
                case (comp_in)
                    FREEZE: next_state = F0010;
                    SLOW:   next_state = S0011;
                    FAST:   next_state = S0001;
                    default: next_state = S0010;
                endcase
            end
            S0011: begin
                case (comp_in)
                    FREEZE: next_state = F0011;
                    SLOW:   next_state = S0100;
                    FAST:   next_state = S0010;
                    default: next_state = S0011;
                endcase
            end
            S0100: begin
                case (comp_in)
                    FREEZE: next_state = F0100;
                    SLOW:   next_state = S0101;
                    FAST:   next_state = S0011;
                    default: next_state = S0100;
                endcase
            end
            S0101: begin
                case (comp_in)
                    FREEZE: next_state = F0101;
                    SLOW:   next_state = S0110;
                    FAST:   next_state = S0100;
                    default: next_state = S0101;
                endcase
            end
            S0110: begin
                case (comp_in)
                    FREEZE: next_state = F0110;
                    SLOW:   next_state = S0111;
                    FAST:   next_state = S0101;
                    default: next_state = S0110;
                endcase
            end
            S0111: begin
                case (comp_in)
                    FREEZE: next_state = F0111;
                    SLOW:   next_state = S1000;
                    FAST:   next_state = S0110;
                    default: next_state = S0111;
                endcase
            end
            S1000: begin
                case (comp_in)
                    FREEZE: next_state = F1000;
                    SLOW:   next_state = S1001;
                    FAST:   next_state = S0111;
                    default: next_state = S1000;
                endcase
            end
            S1001: begin
                case (comp_in)
                    FREEZE: next_state = F1001;
                    SLOW:   next_state = S1010;
                    FAST:   next_state = S1000;
                    default: next_state = S1001;
                endcase
            end
            S1010: begin
                case (comp_in)
                    FREEZE: next_state = F1010;
                    SLOW:   next_state = S1011;
                    FAST:   next_state = S1001;
                    default: next_state = S1010;
                endcase
            end
            S1011: begin
                case (comp_in)
                    FREEZE: next_state = F1011;
                    SLOW:   next_state = S1100;
                    FAST:   next_state = S1010;
                    default: next_state = S1011;
                endcase
            end
            S1100: begin
                case (comp_in)
                    FREEZE: next_state = F1100;
                    SLOW:   next_state = S1101;
                    FAST:   next_state = S1011;
                    default: next_state = S1100;
                endcase
            end
            S1101: begin
                case (comp_in)
                    FREEZE: next_state = F1101;
                    SLOW:   next_state = S1110;
                    FAST:   next_state = S1100;
                    default: next_state = S1101;
                endcase
            end
            S1110: begin
                case (comp_in)
                    FREEZE: next_state = F1110;
                    SLOW:   next_state = S1111;
                    FAST:   next_state = S1101;
                    default: next_state = S1110;
                endcase
            end
            S1111: begin
                case (comp_in)
                    FREEZE: next_state = F1111;
                    SLOW:   next_state = ERROR;   
                    FAST:   next_state = S1110;
                    default: next_state = S1111;
                endcase
            end
            F0000, F0001, F0010, F0011, F0100, F0101, F0110, F0111,
            F1000, F1001, F1010, F1011, F1100, F1101, F1110, F1111: begin
                next_state = current_state;   
            end
            ERROR: begin
                if (!rst_n)
                    next_state = IDLE;
                else
                    next_state = ERROR;   
            end
            default: next_state = IDLE;
        endcase
    end
    always @(*) begin
        state_out = current_state;
    end
endmodule

==> metrics.yaml <==
status: "finished, final reports clean"
hold_viol: 0
arrival_ns: 2.23
mi_logic_area_sq_um: 251
ff_latch_area_sq_um: 126
period_minus_slack_ns: 2.05
synth_top_area_share: 0.240
cp_cell_sequence: "clkdlybuf4s50_1 > or3b_4 > or4_1 > a221oi_2 > o32a_1"
finalSetupTns_ns: 0
fp_util: 0.122
antennaDiodeCount: 0
antenna_found_initial: 0
rsz0062_at_grt: "no"
setup_violations: 0
yosys-stat-cells: 51
largestRegisters: "current_state x5"
ys_ff: 5
drtPass1Iterations: 4
worstRegToRegCells: 4
max_stage_delay_ns: 0.47
post-cts-setup-buffer-count: 0
vias_per_cell: 4.28
regMostFlops: "current_state"
drt_iter0_markers: 19
dp_cells: 102
enable_flop_cells: 0
cts_tree: "yes"
die_area_sq_um: 6400
die_h_um: 80
crit_path_top_delay_cell: "clkdlybuf4s50_1"
syn_inst: 51
critPathCaptureType: "flop"
ios: 10
synth-area-yosys_sq_um: 417
setup_slack_ns: 0.555
ff2ff_setup_slack_ns: 0.77
overflow: 0
grt_pass1_vias: 395
cts-root-buf: "clkbuf_4"
synthToLayoutAreaGrowth_pct: 36.9
core_area_sq_um: 3420
yosysWarnings: 1
ys_top_cells_by_area: "dfrtp_1 (24%), dfstp_2 (6.3%), a31oi_1 (6.0%)"
dpl.hpwl_um: 839
clock_skew_ns: 0.00680
crit_type: "input port to flop"
wirelength_um: 1080
post_cts_resized: 0
finalCritPeriodShare: 0.787
path_clk_slew_ns: 0.05
slew_viol_final: 0
synth_seq_share: 0.303
grt_max_degree: 13
final_cells: 106
cts_made_buffers: 3
via_count: 454
p_leak_nw: 0.202
ys_async_sr_fraction: 1.00
finalInstanceArea_sq_um: 571
synth_area_sq_um: 417
hold_path.class: "input port to async pin"
drtAntennaViolNets: 0
hold_buffers: 0
grt_pass1_wl_um: 1900
portBuffers: 9
r2r_end: "current_state[2]"
largest_register_ffs: 5
drive_above_1_share: 0.133
fillers: 400
startpoint: "comp_in[2]"
max_slew.worst_pin.slew_ns: 0.338
rows: 21
warnings: 25
cts_max_path_buffers: 2
power-per-cell-area_nw_per_um2: 608
post_dp_cell_area_sq_um: 544
cts_sinks: 5
worstSkewPairLatency_ns: 0.24
fmax_ghz: 0.489
cts_max_level: 1
wl_per_cell_um: 10.2
required_ns: 2.78
gp_congestion: 0.835
start_kind: "input port"
ir_drop_mv: 0.222
syn_area_per_cell_sq_um: 8.17
r2r-start: "current_state[0]"
die_w_um: 80
relSlewSlack: 0.775
cap_viol_max_count: 0
yosysTopAreaCell: "dfrtp_1"
ff_type: "dfrtp_1"
cp_max_fo: 4
synthDistinctLibCells: 30
pre_cts_slack_ns: 0.297
grt_usage: 0.0346
drc: 0
worst max-delay path by stage:
stage | slack, ns | cells past startpoint | to
4_1_cts | 0.56 | 5 | current_state[2]
5_1_grt | 0.51 | 5 | current_state[2]
6_report | 0.55 | 5 | current_state[2]
worst max-delay path, delay by kind of cell:
family,cells,cell delay [ns]
simple gates,2,0.83
buf+inv,1,0.47
compound gates,2,0.41
routing by layer:
layer  GRT usage  wire length, um  up-vias  share of wire
met3      0.0102               71        2          0.066
met2      0.0506              499       22           0.46
met5           0                0        -              0
met4     0.00880               19        0          0.018
li1            -                -      211              -
met1      0.0481              486      219           0.45
stage by stage:
stage | hold slack, ns | power [mW] | util
after floorplan | 0.224 | 0.204 | -
after global placement | 0.545 | 0.256 | 0.159
after detailed placement | 0.551 | 0.258 | 0.159
after CTS | 0.500 | 0.353 | 0.167
after global routing | 0.515 | 0.378 | 0.167
final | 0.498 | 0.347 | 0.167
kinds of logic after synthesis:
group                  synth area share
XOR/XNOR                         0.0210
buffers and inverters            0.0931
AND/OR/NAND/NOR                   0.252
multiplexers                     0.0480
AND-OR/OR-AND                     0.282
flip-flops                        0.303
where the power goes:
part | switching, mW | internal (mW)
clock network | 0.0321 | 0.0580
logic | 0.0472 | 0.0697
registers | 0.0464 | 0.0935
total | 0.126 | 0.221
layout by cell type, fill, tap and decap left out, drive strengths merged:
master / synthesis / layout
nand4: 1 / 1
o21bai: 1 / 1
o22ai: 3 / 3
nor2: 6 / 6
o21ai: 1 / 1
buf: 3 / 2
xor2: 1 / 1
nor3: 2 / 2
clkbuf: 3 / 4
clkdlybuf4s50: 0 / 9
a22oi: 1 / 1
nor3b: 1 / 1
nand2: 2 / 2
inv: 1 / 1
o32a: 1 / 1
nand2b: 1 / 1
mux2i: 2 / 2
a221oi: 1 / 1
nand3: 4 / 4
dfstp: 1 / 1
a21oi: 1 / 1
a21boi: 1 / 1
and2: 1 / 1
or4: 1 / 1
o2bb2ai: 1 / 1
a31oi: 4 / 4
a21o: 1 / 1
dfrtp: 4 / 4
or3b: 1 / 1
cells in the mapped netlist (all sizes together), types with 2 or more instances:
master,instances
nor2,6
a31oi,4
dfrtp,4
nand3,4
buf,3
clkbuf,3
o22ai,3
mux2i,2
nand2,2
nor3,2
area by class of cell:
type,count,area share
timing repair buffer,11,0.184
clock buffer,4,0.0461
tap,46,0.101
sequential,5,0.221
inverter,1,0.00658
multi-input combinational,39,0.441
Power and IR drop assume default switching activity.
