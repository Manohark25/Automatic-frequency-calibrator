**design.v**
```verilog
module afc_fsm_6bit (
    input wire clk,           
    input wire rst_n,         
    input wire [2:0] comp_in,  
    input wire done,          
    output reg [5:0] state_out,  
    output reg change         
);
    parameter FREEZE = 3'b001;
    parameter SLOW   = 3'b010;   
    parameter FAST   = 3'b100;    
    parameter S10000 = 6'b010000;  
    parameter S01000 = 6'b001000;  
    parameter S11000 = 6'b011000;  
    parameter S00100 = 6'b000100;  
    parameter S01100 = 6'b001100;  
    parameter S10100 = 6'b010100;  
    parameter S11100 = 6'b011100;  
    parameter S00010 = 6'b000010;  
    parameter S00110 = 6'b000110;  
    parameter S01010 = 6'b001010;  
    parameter S01110 = 6'b001110;  
    parameter S10010 = 6'b010010;  
    parameter S10110 = 6'b010110;  
    parameter S11010 = 6'b011010;  
    parameter S11110 = 6'b011110;  
    parameter S00000 = 6'b000000;  
    parameter S00001 = 6'b000001;  
    parameter S00011 = 6'b000011;  
    parameter S00101 = 6'b000101;  
    parameter S00111 = 6'b000111;  
    parameter S01001 = 6'b001001;  
    parameter S01011 = 6'b001011;  
    parameter S01101 = 6'b001101;  
    parameter S01111 = 6'b001111;  
    parameter S10001 = 6'b010001;  
    parameter S10011 = 6'b010011;  
    parameter S10101 = 6'b010101;  
    parameter S10111 = 6'b010111;  
    parameter S11001 = 6'b011001;  
    parameter S11011 = 6'b011011;  
    parameter S11101 = 6'b011101;  
    parameter S11111 = 6'b011111;  
    parameter DONE_FLAG = 6'b100000;  
    reg [5:0] current_state, next_state;
    reg finish;
    always @(posedge clk or negedge rst_n) begin
        if (!rst_n) begin
            current_state <= S10000;  
            finish <= 1'b0;
            change <= 1'b0;
        end else begin
            change <= 1'b0;  
            if (done && !finish) begin
                if (next_state != current_state) begin
                    change <= 1'b1;  
                    current_state <= next_state;
                end
                if (comp_in == FREEZE) begin
                    finish <= 1'b1;
                end
            end
        end
    end
    always @(*) begin
        next_state = current_state;
        if (!finish && done) begin
            case (current_state)
                S10000: begin
                    case (comp_in)
                        FREEZE: next_state = S10000 | DONE_FLAG;
                        SLOW: next_state = S11000;  
                        FAST: next_state = S01000;  
                        default: next_state = current_state;
                    endcase
                end
                S01000: begin  
                    case (comp_in)
                        FREEZE: next_state = S01000 | DONE_FLAG;
                        SLOW: next_state = S01100;   
                        FAST: next_state = S00100;   
                        default: next_state = current_state;
                    endcase
                end
                S11000: begin  
                    case (comp_in)
                        FREEZE: next_state = S11000 | DONE_FLAG;
                        SLOW: next_state = S11100;   
                        FAST: next_state = S10100;   
                        default: next_state = current_state;
                    endcase
                end
                S00100: begin  
                    case (comp_in)
                        FREEZE: next_state = S00100 | DONE_FLAG;
                        SLOW: next_state = S00110;   
                        FAST: next_state = S00010;   
                        default: next_state = current_state;
                    endcase
                end
                S01100: begin  
                    case (comp_in)
                        FREEZE: next_state = S01100 | DONE_FLAG;
                        SLOW: next_state = S01110;   
                        FAST: next_state = S01010;   
                        default: next_state = current_state;
                    endcase
                end
                S10100: begin  
                    case (comp_in)
                        FREEZE: next_state = S10100 | DONE_FLAG;
                        SLOW: next_state = S10110;   
                        FAST: next_state = S10010;   
                        default: next_state = current_state;
                    endcase
                end
                S11100: begin  
                    case (comp_in)
                        FREEZE: next_state = S11100 | DONE_FLAG;
                        SLOW: next_state = S11110;   
                        FAST: next_state = S11010;   
                        default: next_state = current_state;
                    endcase
                end
                S00010: begin  
                    case (comp_in)
                        FREEZE: next_state = S00010 | DONE_FLAG;
                        SLOW: next_state = S00011;   
                        FAST: next_state = S00001;   
                        default: next_state = current_state;
                    endcase
                end
                S00110: begin  
                    case (comp_in)
                        FREEZE: next_state = S00110 | DONE_FLAG;
                        SLOW: next_state = S00111;   
                        FAST: next_state = S00101;   
                        default: next_state = current_state;
                    endcase
                end
                S01010: begin  
                    case (comp_in)
                        FREEZE: next_state = S01010 | DONE_FLAG;
                        SLOW: next_state = S01011;   
                        FAST: next_state = S01001;   
                        default: next_state = current_state;
                    endcase
                end
                S01110: begin  
                    case (comp_in)
                        FREEZE: next_state = S01110 | DONE_FLAG;
                        SLOW: next_state = S01111;   
                        FAST: next_state = S01101;   
                        default: next_state = current_state;
                    endcase
                end
                S10010: begin  
                    case (comp_in)
                        FREEZE: next_state = S10010 | DONE_FLAG;
                        SLOW: next_state = S10011;   
                        FAST: next_state = S10001;   
                        default: next_state = current_state;
                    endcase
                end
                S10110: begin  
                    case (comp_in)
                        FREEZE: next_state = S10110 | DONE_FLAG;
                        SLOW: next_state = S10111;   
                        FAST: next_state = S10101;   
                        default: next_state = current_state;
                    endcase
                end
                S11010: begin  
                    case (comp_in)
                        FREEZE: next_state = S11010 | DONE_FLAG;
                        SLOW: next_state = S11011;   
                        FAST: next_state = S11001;   
                        default: next_state = current_state;
                    endcase
                end
                S11110: begin  
                    case (comp_in)
                        FREEZE: next_state = S11110 | DONE_FLAG;
                        SLOW: next_state = S11111;   
                        FAST: next_state = S11101;   
                        default: next_state = current_state;
                    endcase
                end
S00001: begin  
    case (comp_in)
        FREEZE: next_state = S00001 | DONE_FLAG;
        SLOW: next_state = S00010;   
        FAST: next_state = S00000;   
        default: next_state = current_state;
    endcase
end
S00011: begin  
    case (comp_in)
        FREEZE: next_state = S00011 | DONE_FLAG;
        SLOW: next_state = S00100;   
        FAST: next_state = S00010;    
        default: next_state = current_state;
    endcase
end
S00101: begin  
    case (comp_in)
        FREEZE: next_state = S00101 | DONE_FLAG;
        SLOW: next_state = S00110;   
        FAST: next_state = S00100;    
        default: next_state = current_state;
    endcase
end
S00111: begin  
    case (comp_in)
        FREEZE: next_state = S00111 | DONE_FLAG;
        SLOW: next_state = S01000;   
        FAST: next_state = S00110;    
        default: next_state = current_state;
    endcase
end
S01001: begin  
    case (comp_in)
        FREEZE: next_state = S01001 | DONE_FLAG;
        SLOW: next_state = S01010;   
        FAST: next_state = S01000;    
        default: next_state = current_state;
    endcase
end
S01011: begin  
    case (comp_in)
        FREEZE: next_state = S01011 | DONE_FLAG;
        SLOW: next_state = S01100;   
        FAST: next_state = S01010;    
        default: next_state = current_state;
    endcase
end
S01101: begin  
    case (comp_in)
        FREEZE: next_state = S01101 | DONE_FLAG;
        SLOW: next_state = S01110;   
        FAST: next_state = S01100;    
        default: next_state = current_state;
    endcase
end
S01111: begin  
    case (comp_in)
        FREEZE: next_state = S01111 | DONE_FLAG;
        SLOW: next_state = S10000;   
        FAST: next_state = S01110;    
        default: next_state = current_state;
    endcase
end
S10001: begin  
    case (comp_in)
        FREEZE: next_state = S10001 | DONE_FLAG;
        SLOW: next_state = S10010;   
        FAST: next_state = S10000;    
        default: next_state = current_state;
    endcase
end
S10011: begin  
    case (comp_in)
        FREEZE: next_state = S10011 | DONE_FLAG;
        SLOW: next_state = S10100;   
        FAST: next_state = S10010;    
        default: next_state = current_state;
    endcase
end
S10101: begin  
    case (comp_in)
        FREEZE: next_state = S10101 | DONE_FLAG;
        SLOW: next_state = S10110;   
        FAST: next_state = S10100;    
        default: next_state = current_state;
    endcase
end
S10111: begin  
    case (comp_in)
        FREEZE: next_state = S10111 | DONE_FLAG;
        SLOW: next_state = S11000;   
        FAST: next_state = S10110;    
        default: next_state = current_state;
    endcase
end
S11001: begin  
    case (comp_in)
        FREEZE: next_state = S11001 | DONE_FLAG;
        SLOW: next_state = S11010;   
        FAST: next_state = S11000;    
        default: next_state = current_state;
    endcase
end
S11011: begin  
    case (comp_in)
        FREEZE: next_state = S11011 | DONE_FLAG;
        SLOW: next_state = S11100;   
        FAST: next_state = S11010;    
        default: next_state = current_state;
    endcase
end
S11101: begin  
    case (comp_in)
        FREEZE: next_state = S11101 | DONE_FLAG;
        SLOW: next_state = S11110;   
        FAST: next_state = S11100;    
        default: next_state = current_state;
    endcase
end
S11111: begin  
    case (comp_in)
        FREEZE: next_state = S11111 | DONE_FLAG;
        SLOW: next_state = S11101;   
        FAST: next_state = S11110;    
        default: next_state = current_state;
    endcase
end
S00000: begin  
    case (comp_in)
        FREEZE: next_state = S00000 | DONE_FLAG;
        SLOW: next_state = S00001;   
        FAST: next_state = S10000;    
        default: next_state = current_state;
    endcase
end
                default: begin
                    next_state = S10000;
                end
            endcase
        end
    end
    always @(*) begin
        if (finish)
            state_out = current_state | DONE_FLAG;   
        else
            state_out = current_state;
    end
endmodule
```
**run.sh**
```bash
#!/bin/bash
# OpenROAD 26Q1-2900-gdf79404cd8, Yosys 0.63+post, stock flow scripts
make -C /OpenROAD-flow-scripts/flow DESIGN_CONFIG=/design/flow/config.mk WORK_HOME=/design/flow/orfs finish
```
**config.mk**
```make
export PLATFORM = sky130hd
export DESIGN_NAME = afc_fsm_6bit
export DESIGN_NICKNAME = afc_fsm_6bit
export VERILOG_FILES = /design/flow/design.v
export SDC_FILE = /design/flow/constraint.sdc
export NUM_CORES = 4
export LEC_CHECK = 1
export CORE_AREA = 10 10 103 103
export DIE_AREA = 0 0 113 113
```
**constraint.sdc**
```tcl
current_design afc_fsm_6bit

set clk_period 3.0
set clk_io_pct 0.2

create_clock -name clk0 -period $clk_period [get_ports {clk}]

set non_clock_inputs [all_inputs -no_clocks]
set_input_delay [expr $clk_period * $clk_io_pct] -clock clk0 $non_clock_inputs
set_output_delay [expr $clk_period * $clk_io_pct] -clock clk0 [all_outputs]
```
==> Changelog: implementation <==
### Implementation results

* Max incr delay on CP at 0.46 ns
* Required time of the worst setup path at 3.10 ns
* Mapped Area at 922.1 µm²
* Max Root-Sink Buffers at 2
* Part of the Yosys area used for sequential elements at 21.85%
* Class of the most critical hold timing path: reg -> reg
* Library cells used by synthesis at 49
* Worst-Margin Slew at 0.6373 ns
* Crit path DAT at 2.70 ns
* Detailed Route Iter0 Violations at 135
* Final Max-Slew Violation Tally at 0
* Commonest flop: sky130_fd_sc_hd__dfrtp_1
* Clock-pin slew reported for the worst setup and hold paths after clock tree synthesis at 0.04 ns
* Count of antenna diodes in the layout at 0
* Layout overhead on the synthesized area at 30.80%
* Cell chain of the critical path: clkdlybuf4s50_1 > buf_4 > nor3b_2 > nand3_1 > a32o_1 > a211oi_1 > nor3_1 > o41a_1
* Share of cells above drive strength 1 at 16.15%
* Setup repair after global routing missed its margin: false
* Startpoint of the worst register-to-register path: current_state[0]$_DFFE_PN0P_
* Post-synth tally of flip-flops with integrated enable at 0
* Cell types with the largest area share after synthesis: sky130_fd_sc_hd__dfrtp_1 (19%), sky130_fd_sc_hd__nor3_1 (4.9%), sky130_fd_sc_hd__buf_4 (4.1%)
* Fillers at 917
* Ys flops at 8
* Depth of the CTS H-tree at 1
* Power Total at 0.0008519 W
* Crit path kind: in -> reg
* Worst flop-to-flop path endpoint: change$_DFF_PN0_
* Worst IR Drop VDD at 211.9 µV
* CTS Root Buffer Type: sky130_fd_sc_hd__clkbuf_8
* Total congestion overflow at 0
* Standard-cell rows at 33
* Peak clock frequency supported by timing at 385.8 MHz
* Detailed-router iteration count before antenna repair at 4
* Pin count of the biggest net entering global routing at 22
* DR vias at 972
* # setup viols final at 0
* Placer congestion estimate at 0.9835
* Static leakage at 0.3900 nW
* Hold endpoint: finish$_DFFE_PN0P_
* Antenna violations before repair at 0
* Via count of the first global-routing pass at 918
* Time the worst path needs with I/O delays and setup at 2.592 ns
* Slowest cell on the critical path: sky130_fd_sc_hd__clkdlybuf4s50_1
* Cts repair resizes at 0
* Num ports at 13
* Number of nets with antenna violations after routing at 0
* Yosys chip area at 922.1 µm²
* Residual DRC at 0
* # Cells Yosys at 119
* Hold Buf Count CTS at 0
* Maximum net fanout on the critical path at 8
* Start point of the worst hold path: finish$_DFFE_PN0P_
* Number of cells on the worst reg-to-reg path at 5
* Tally of buffers added on design ports at 12
* Post-CTS Setup Inserts at 0
* Half-perimeter wire length after detailed placement at 2173 µm
* Total clock buffers created by CTS at 3
* Horizontal die size at 113 µm
* Cell family contributing the most delay on the critical path: AND-OR/OR-AND gates
* Number of synthesis warnings at 1
* Cell count after synthesis at 119
* Clock sink count at 8
* Headroom to the max-slew limit at 57.51%
* Wirelength per Cell at 12.30 µm
* Total track usage at 4.301%
* Clock tree from TritonCTS: built
* Async set or reset register ratio after synthesis at 100.0%
* Power density cells at 706.3 nW/µm²
* Largest area contributor in the synthesized netlist: sky130_fd_sc_hd__dfrtp_1
* Worst Hold Path Cells at 1
* Number of logged tool warnings at 25
* Setup TNS after final layout at 0 ns
* Nature of the critical path startpoint: primary input
* Final WL at 2890 µm
* Post-synthesis average cell area at 7.749 µm²
* Count of final hold-check violations at 0
* Clock insertion delay at the later pin of the skew report at 0.23 ns
* Reg-to-reg setup timing slack at 0.65 ns
* Outcome: completed
* Tcrit/Tclk final at 86.41%
* Starting utilization of the core area at 11.11%
* Clock tree skew after final layout at 0.003501 ns
* Chip Footprint at 12770 µm²
* Overall die height at 113 µm
* Number of maximum-capacitance constraint violations at 0
* Nature of the critical path endpoint: register
* Buffer and inverter count on the worst path at 2
* Post-detailed-route via-to-cell ratio at 4.136
* First-pass GRT wire length at 4678 µm
* Yosys top cell area share at 19.00%
* Area of the placeable core at 8299 µm²
state kept, by name, summed over array words and instances (netlist names):
signal         flops
change             1
current_state      6
finish             1
through the flow:
| stage | cells | util, % | instance area, µm² | hold WS [ns] | setup WS (ns) |
|---|---|---|---|---|---|
| 3_5_place_dp | 231 | 13.99 | 1161 | 0.4771 | 0.1888 |
| 4_1_cts | 235 | 14.53 | 1206 | 0.4892 | 0.4088 |
| 2_1_floorplan | 119 | - | 922.1 | 0.3044 | 0.6833 |
| 6_report | 235 | 14.53 | 1206 | 0.4913 | 0.4078 |
| 5_1_grt | 235 | 14.53 | 1206 | 0.5258 | 0.2706 |
| 3_3_place_gp | 231 | 13.99 | 1161 | 0.4658 | 0.1663 |
cells in the mapped netlist (2+ instances only):
cell type,count
sky130_fd_sc_hd__dfrtp_1,7
sky130_fd_sc_hd__buf_6,3
sky130_fd_sc_hd__nor3b_2,2
sky130_fd_sc_hd__nor3_1,9
sky130_fd_sc_hd__nor4_1,2
sky130_fd_sc_hd__nor2_1,8
sky130_fd_sc_hd__nor2b_1,2
sky130_fd_sc_hd__and3_1,2
sky130_fd_sc_hd__o211ai_1,4
sky130_fd_sc_hd__o2111ai_1,2
sky130_fd_sc_hd__nor3b_1,3
sky130_fd_sc_hd__nand2_1,8
sky130_fd_sc_hd__nand4_1,3
sky130_fd_sc_hd__a21oi_1,5
sky130_fd_sc_hd__xnor2_1,2
sky130_fd_sc_hd__o22a_1,2
sky130_fd_sc_hd__inv_1,5
sky130_fd_sc_hd__o21ai_0,3
sky130_fd_sc_hd__nand3_1,3
sky130_fd_sc_hd__nand4b_1,2
sky130_fd_sc_hd__a32o_1,2
sky130_fd_sc_hd__buf_4,5
sky130_fd_sc_hd__or3b_1,2
sky130_fd_sc_hd__clkbuf_1,8
layer usage:
metal	global-route usage [%]	share of wire (%)	wire, µm	up-vias
met5	0	0	0	-
met1	5.420	39	1138	454
met3	0.8013	5.6	163	4
met4	1.100	2.4	70	0
li1	-	-	-	476
met2	7.335	52	1517	38
how the worst max path moves through the flow:
stage	endpoint	from	cells past startpoint	slack [ns]
CTS	change$_DFF_PN0_	comp_in[2]	8	0.41
global route	change$_DFF_PN0_	comp_in[0]	8	0.27
finish	change$_DFF_PN0_	comp_in[2]	8	0.41
placed cells by master (no fill, tap or decap), drive strengths merged, types with 4 or more instances in the layout:
master / instances
nor2: 8
nor3b: 5
dfrtp: 7
buf: 13
a21oi: 5
inv: 5
clkdlybuf4s50: 12
nor3: 9
clkbuf: 4
nand2: 8
o211ai: 4
layout make-up:
| type | instances | area (µm²) | share of cell area (%) |
|---|---|---|---|
| well taps | 105 | 131.4 | 10.89 |
| clock buffers | 4 | 45.04 | 3.734 |
| repair buffers | 25 | 217.7 | 18.05 |
| flip-flops and latches | 8 | 201.4 | 16.70 |
| multi-input cells | 88 | 591.8 | 49.07 |
| inverters | 5 | 18.77 | 1.556 |
power by group:
part           switching (W)  internal (W)
clock network      0.0000417     0.0000920
logic               0.000179      0.000224
registers           0.000166      0.000149
cell families (layout without fill, tap and decap cells):
group           after synthesis  after routing  synth area share (%)
compound gates               34             34                 29.04
flops                         8              8                 21.85
buf+inv                      23             34                 13.98
simple gates                 52             52                 33.24
xor+xnor                      2              2                 1.900
worst register-to-register path: cells and delay by family (launching register included):
kind | cells | cell delay, ns
and+or+nand+nor | 3 | 0.49
AOI/OAI and AO/OA | 2 | 1.00
DFF | 1 | 0.74
Power and IR drop assume default switching activity.
